### design/flow/config.mk
export PLATFORM = sky130hd
export DESIGN_NAME = CacheController
export DESIGN_NICKNAME = CacheController
export VERILOG_FILES = /design/flow/design.v
export SDC_FILE = /design/flow/constraint.sdc
export NUM_CORES = 4
export LEC_CHECK = 1
export CORE_UTILIZATION = 40
### design/flow/design.v
`timescale 1ns / 1ps
module CacheController(
    rst,
    clk,
    wr,
    rd,
    data_rd,
    data_wr,
    addr_req,
    addr_resp,
    rdy,
    busy,
    wr_mem,
    rd_mem,
    busy_mem,
    data_rd_mem,
    data_wr_mem,
    addr_mem,
    cache_miss_count,
    cache_hit_count
    );
    input  rst; 
    input  clk; 
    input  wr;
    input  rd;
    output [31:0] data_rd;
    reg    [31:0] data_rd;
    input  [31:0] data_wr;
    input  [31:0] addr_req;
    output [31:0] addr_resp;
    reg    [31:0] addr_resp;
    output rdy;
    reg    rdy;
    output busy;
    reg    busy;
    output  wr_mem;
    reg     wr_mem;
    output  rd_mem;
    reg     rd_mem;
    input   busy_mem;
    input  [31:0] data_rd_mem;
    output [31:0] data_wr_mem;
    reg    [31:0] data_wr_mem;
    output [31:0] addr_mem;
    reg    [31:0] addr_mem;
    output [31:0] cache_miss_count;
    reg    [31:0] cache_miss_count;
    output [31:0] cache_hit_count;
    reg    [31:0] cache_hit_count;
    reg [15:0]  cache_valid = 16'h0000;
    reg [15:0]  cache_dirty = 16'h0000;
    reg [23:0]  cache_tag [15:0];
    reg [127:0] cache_data[15:0];
    reg [2:0]   cache_state = 3'h0;
    reg [1:0]   cache_count = 2'h0;
    wire [23:0] addr_tag = addr_req[31:8];
    wire [3:0]  addr_index = addr_req[7:4];
    wire [3:0]  addr_offset = addr_req[3:0];
    reg  rd_temp = 1'b1;
    reg  [31:0] addr_temp = 0;
    reg  [31:0] data_wr_temp = 0;
    wire [23:0] addr_tag_temp = addr_temp[31:8];
    wire [3:0]  addr_index_temp = addr_temp[7:4];
    wire [3:0]  addr_offset_temp = addr_temp[3:0];
    wire [127:0] test00 = cache_data[0];
    wire [127:0] test01 = cache_data[1];
    wire [127:0] test02 = cache_data[2];
    wire [127:0] test03 = cache_data[3];
    wire [127:0] test04 = cache_data[4];
    wire [127:0] test05 = cache_data[5];
    wire [127:0] test06 = cache_data[6];
    wire [127:0] test07 = cache_data[7];
    wire [127:0] test08 = cache_data[8];
    wire [127:0] test09 = cache_data[9];
    wire [127:0] test10 = cache_data[10];
    wire [127:0] test11 = cache_data[11];
    wire [127:0] test12 = cache_data[12];
    wire [127:0] test13 = cache_data[13];
    wire [127:0] test14 = cache_data[14];
    wire [127:0] test15 = cache_data[15];
    wire [23:0] test100 = cache_tag[0];
    wire [23:0] test101 = cache_tag[1];
    wire [23:0] test102 = cache_tag[2];
    wire [23:0] test103 = cache_tag[3];
    wire [23:0] test104 = cache_tag[4];
    wire [23:0] test105 = cache_tag[5];
    wire [23:0] test106 = cache_tag[6];
    wire [23:0] test107 = cache_tag[7];
    wire [23:0] test108 = cache_tag[8];
    wire [23:0] test109 = cache_tag[9];
    wire [23:0] test110 = cache_tag[10];
    wire [23:0] test111 = cache_tag[11];
    wire [23:0] test112 = cache_tag[12];
    wire [23:0] test113 = cache_tag[13];
    wire [23:0] test114 = cache_tag[14];
    wire [23:0] test115 = cache_tag[15];
    always @(posedge clk or posedge rst) begin
        if (rst) begin
            rdy  <= 1'b0;
            busy <= 1'b0;
            data_rd <= 32'hZZZZZZZZ;
            cache_valid <= 16'h0000;
            cache_dirty <= 16'h0000;
            cache_state <= 3'h0;
            cache_count <= 2'h0;
            rd_mem <= 1'b0;
            wr_mem <= 1'b0;
            addr_mem <= 0;
            cache_miss_count   <= 0;
            cache_hit_count <= 0;
            rd_temp <= 1'b1;
            addr_temp <= 32'hZZZZZZZZ;
            addr_resp <= 32'hZZZZZZZZ;
            data_wr_mem <= 32'hZZZZZZZZ;
            data_wr_temp <= 32'hZZZZZZZZ;
            data_rd <= 32'hZZZZZZZZ;
        end
        else begin
            case (cache_state)
            3'h0:
            begin
                wr_mem <= 1'b0;
                rd_mem <= 1'b0;
                if ((rd) || (wr))
                begin
                    if ((cache_valid & (1 << addr_index)) && (cache_tag[addr_index] == addr_tag)) 
                    begin
                        addr_resp <= addr_req;
                        cache_hit_count <= cache_hit_count + 1'b1;
                        if (wr) begin
                            case (addr_offset[3:2])
                            2'h0: cache_data[addr_index][31:0]   <= data_wr;
                            2'h1: cache_data[addr_index][63:32]  <= data_wr;
                            2'h2: cache_data[addr_index][95:64]  <= data_wr;
                            2'h3: cache_data[addr_index][127:96] <= data_wr;
                            endcase
                            cache_dirty <= cache_dirty | (1 << addr_index);
                        end else begin
                            case (addr_offset[3:2])
                            2'h0: data_rd <=  cache_data[addr_index][31:0];
                            2'h1: data_rd <=  cache_data[addr_index][63:32];
                            2'h2: data_rd <=  cache_data[addr_index][95:64];
                            2'h3: data_rd <=  cache_data[addr_index][127:96];
                            endcase
                        end
                        rdy  <= 1'b1;
                        busy <= 1'b0;
                    end else begin
                        cache_miss_count <= cache_miss_count + 1'b1;
                        addr_temp <= addr_req;
                        data_wr_temp <= data_wr;
                        rd_temp <= rd;
                        rdy  <= 1'b0;
                        busy <= 1'b1;
                        cache_count <= 0;
                        if ((cache_valid & (1 << addr_index)) && (cache_dirty & (1 << addr_index))) begin
                            cache_state <= 3'h1;
                        end else begin
                            cache_state <= 3'h2;
                        end
                    end
                end else begin
                    rdy <= 1'b0;
                    busy <= 1'b0;
                end
            end
            3'h1: 
            begin
                if (!busy_mem) begin
                    if (0 == cache_count) begin
                        addr_mem <= {cache_tag[addr_index_temp], addr_temp[7:4], 4'h0};
                    end else begin
                        addr_mem <= addr_mem + 4;
                    end
                    wr_mem <= 1'b1;
                    rd_mem <= 1'b0;
                    case (cache_count)
                    2'h0: data_wr_mem <= cache_data[addr_index_temp][31:0];
                    2'h1: data_wr_mem <= cache_data[addr_index_temp][63:32];
                    2'h2: data_wr_mem <= cache_data[addr_index_temp][95:64];
                    2'h3: data_wr_mem <= cache_data[addr_index_temp][127:96];
                    endcase
                    if (cache_count < 3) begin
                        cache_count <= cache_count + 1'b1;
                    end else begin
                        cache_count <= 0;
                        cache_state <= 3'h2;
                    end
                end
            end
            3'h2: 
            begin
                if (!busy_mem) begin
                    wr_mem <= 1'b0;
                    rd_mem <= 1'b1;
                    addr_mem <= {addr_temp[31:4], 4'h0};
                    cache_state <= 3'h3;
                end
            end
            3'h3:
            begin
                if (!busy_mem) begin
                    case (cache_count)
                    2'h0:  cache_data[addr_index_temp][31:0]   <= data_rd_mem;
                    2'h1:  cache_data[addr_index_temp][63:32]  <= data_rd_mem;
                    2'h2:  cache_data[addr_index_temp][95:64]  <= data_rd_mem;
                    2'h3:  cache_data[addr_index_temp][127:96] <= data_rd_mem;
                    endcase
                    if (cache_count < 3) begin
                        cache_count <= cache_count + 1'b1;
                        addr_mem <= addr_mem + 4;
                    end else begin
                        cache_count <= 0;
                        cache_state <= 3'h4;
                        cache_tag[addr_index_temp] <= addr_tag_temp;
                        cache_valid <= cache_valid | (1 << addr_index_temp);
                        cache_dirty <= cache_dirty & (~(1 << addr_index_temp));
                        wr_mem <= 1'b0;
                        rd_mem <= 1'b0;
                    end
                end
            end
            3'h4:
            begin
                if (rd_temp) begin
                    case (addr_offset_temp[3:2])
                    2'h0: data_rd <=  cache_data[addr_index_temp][31:0];
                    2'h1: data_rd <=  cache_data[addr_index_temp][63:32];
                    2'h2: data_rd <=  cache_data[addr_index_temp][95:64];
                    2'h3: data_rd <=  cache_data[addr_index_temp][127:96];
                    endcase
                end else begin
                    case (addr_offset_temp[3:2])
                    2'h0: cache_data[addr_index_temp][31:0]   <= data_wr_temp;
                    2'h1: cache_data[addr_index_temp][63:32]  <= data_wr_temp;
                    2'h2: cache_data[addr_index_temp][95:64]  <= data_wr_temp;
                    2'h3: cache_data[addr_index_temp][127:96] <= data_wr_temp;
                    endcase
                    cache_dirty <= cache_dirty | (1 << addr_index_temp);
                end
                addr_resp <= addr_temp;
                rdy  <= 1'b1;
                busy <= 1'b0;
                cache_state <= 3'h0;
            end
            default:
                cache_state <= 3'h0;
            endcase
        end
    end
endmodule
### design/flow/constraint.sdc
current_design CacheController

set clk_period 20.7
set clk_io_pct 0.2

create_clock -name clk0 -period $clk_period [get_ports {clk}]

set non_clock_inputs [all_inputs -no_clocks]
set_input_delay [expr $clk_period * $clk_io_pct] -clock clk0 $non_clock_inputs
set_output_delay [expr $clk_period * $clk_io_pct] -clock clk0 [all_outputs]
### design/flow/run.sh
#!/bin/bash
# OpenROAD 26Q1-2900-gdf79404cd8, Yosys 0.63+post, stock flow scripts
make -C /OpenROAD-flow-scripts/flow DESIGN_CONFIG=/design/flow/config.mk WORK_HOME=/design/flow/orfs finish
==> flow_metrics.tcl <==
# flow metrics
set metrics [dict create \
    run_status "finished clean" \
    postSynth.topFlopCell "edfxtp_1" \
    critical_path.startpoint_type "input pin" \
    die_y_um 547 \
    grt_setup_unrepaired "no" \
    synth_area_sq_um 119000 \
    synth_cell_types 94 \
    slowest_stage "nor2_4" \
    cp_data_arrival_time_ns 10.32 \
    worstPathCellList "buf_4 > or4_4 > buf_4 > buf_4 > o32ai_1 > xor2_1 > nand3_1 > or3_1 > nor3_4 > buf_4 > o21ai_4 > buf_4 > nor2_4 > buf_4" \
    worstReg2RegEnd "data_rd[13]$_DFFE_PP0P_" \
    drv_slew 0 \
    powerDensity_nw_per_um2 151 \
    io_buffers 294 \
    final_cell_count_no_fill 12900 \
    share_of_power_burned_in_the_clock_network_pct 25.5 \
    gr-total-overflow 0 \
    enable_flop_cells 2432 \
    cap_viol_max_count 0 \
    rows 199 \
    postSynth.asyncResetShare_pct 10.9 \
    timing.slew.headroom_pct 12.8 \
    drc 0 \
    h-tree-depth 5 \
    power.internal_mw 12.6 \
    min_period_over_period_pct 47.2 \
    cts_root_buffer "clkbuf_16" \
    chipArea_sq_um 300000 \
    area.growth.synth_to_final_pct 15.8 \
    boundaryPins 297 \
    initial_core_util_pct 40.4 \
    gpl.final_weighted_congestion 1.07 \
    endpoint_of_the_most_critical_setup_path "cache_data[5][6]$_DFFE_PP_" \
    drive_gt1_share_pct 14.1 \
    worst_path_most_repeated_cell "buf_4" \
    sort_of_element_at_the_end_of_the_critical_path "flop" \
    num_vias 95000 \
    dr.pass1.iters 9 \
    worst_r2r_startpoint "addr_temp[6]$_DFFE_PP0P_" \
    postSynthRegisterBits 2728 \
    combPwrFrac_pct 33.7 \
    p_switching_mw 8.16 \
    min-delay-path-class "reg2reg" \
    postRouteAntennaNets 0 \
    rr_worst_depth 13 \
    final.min_clock_period_ns 9.77 \
    crit_path_max_incr_delay_ns 0.76 \
    regToRegSetupSlack_ns 14.88 \
    drtIter0Drc 10700 \
    worstSkewPairLatency_ns 0.93 \
    timing_worst_slew_pin_value_ns 1.31 \
    skew_ns 0.0952 \
    clock_path_buffers 4 \
    hold_viol 0 \
    timing.critical_path.required_ns 21.25 \
    cts_tree "built" \
    overall_die_width_um 547 \
    ctsHoldBuffers 0 \
    core_region_area_sq_um 295000 \
    post_synth_inst_count 8506 \
    warnings 30 \
    post-cts-setup-buffer-count 0 \
    power.leakage_nw 44.7 \
    critPathKind "in2reg" \
    switching_share_pct 39.2 \
    fmax_mhz 102 \
    hpwl_um 347000 \
    detail_route.wirelength_um 570000 \
    setup_viol 0 \
    numClockSinks 2728 \
    grt_first_pass_wirelength_um 777000 \
    timing.setup.tns_ns 0 \
    synth_chip_area_sq_um 119000 \
    worst-path-max-fanout 38 \
    cts_buffers 296 \
    power.sequential.fraction_pct 40.7 \
    wl_per_cell_um 44.1 \
    drt-vias-per-instance 7.35 \
    first_global_vias 98900 \
    yosysWarnings 9 \
    vdd_drop_max_v 0.000105 \
    syn_area_per_cell_sq_um 14.0 \
    grt_usage_pct 40.5 \
    grt_start_max_net_pins 65 \
    initial_antenna_violation_count 45 \
    place_inst 12400 \
    clock_pin_transition_on_the_worst_setup_and_hold_timing_paths_ns 0.06 \
    synth-cells-yosys 8506 \
    cts-resized-gates 0 \
    critical_path.startpoint "addr_req[7]" \
    ys_seq_share_pct 67.6 \
]
## power by group through the flow
| stage | Clock [mW] | Sequential [mW] | Combinational (mW) |
|---|---|---|---|
| after global routing | 5.53 | 8.56 | 7.06 |
| final | 5.31 | 8.47 | 7.01 |
| after CTS | 5.33 | 8.43 | 6.56 |
## registers in the layout, indices dropped and copies added, names as in the netlist
signal            cells
cache_data         2048
cache_tag           384
addr_resp            32
addr_temp            32
cache_hit_count      32
cache_miss_count     32
data_rd              32
data_wr_mem          32
data_wr_temp         32
addr_mem             30
cache_dirty          16
cache_valid          16
cache_state           3
cache_count           2
busy                  1
rd_mem                1
rd_temp               1
rdy                   1
wr_mem                1
## layer usage
layer	routed length [um]	up-vias	share of wire (%)	global-route usage, %
li1	-	36200	-	-
met1	163000	45200	29	41.1
met2	238000	10500	42	54.2
met3	118000	3001	21	34.9
met4	47900	137	8.4	25.0
met5	4190	-	0.73	12.0
## synthesized netlist by cell type (all sizes together) (8+ instances only)
library cell  number  area, sq um
a32o              11          110
a22oi           1315         9870
inv               46          173
a21o              17          128
mux2i             44          440
o22a              86          753
nor2b             22          138
a211oi             8         60.1
a22o             380         3330
dfrtp            295         7380
nor4b             12          124
o22ai            112          707
nor4              11         68.8
o211ai            19          143
a222oi            23          230
nand4            241         1510
nor4bb            10          100
xor2              30          263
buf              196          927
and2              19          119
o2111ai           14          123
nor2             214          806
and4b             11          110
o221ai           142         1240
a221oi           390         3420
and3              51          319
nand2b            23          144
o221a             10          113
a21oi            378         1890
o32ai              9         86.3
nand2            278         1040
a31oi             19          119
xnor2             45          394
nor3b             12         90.1
a32oi             13          114
clkbuf           566         2120
edfxtp          2432        73000
o21ai            187          940
or2               16          100
nand3            428         2140
mux2             186         2130
and4              24          210
nor3              37          201
mux4              31          698
## worst min-delay path by stage
stage | from | cells after the start | to | slack (ns)
CTS | cache_valid[1]$_DFFE_PP0P_ | 1 | cache_valid[1]$_DFFE_PP0P_ | 0.46
global route | cache_valid[6]$_DFFE_PP0P_ | 1 | cache_valid[6]$_DFFE_PP0P_ | 0.47
finish | cache_valid[5]$_DFFE_PP0P_ | 1 | cache_valid[5]$_DFFE_PP0P_ | 0.46
## placed cells by master, fill, tap and decap left out, types with 44 or more instances in the layout
master	synthesis	routed
o22ai_1	111	111
nor2_4	0	70
clkdlybuf4s50_1	0	290
mux2i_1	44	44
o21ai_0	181	180
a221oi_1	390	389
clkbuf_16	0	304
dfrtp_1	295	293
xnor2_1	45	45
a22o_1	380	380
nand3_1	428	427
a21oi_1	378	378
inv_1	46	44
clkbuf_1	566	59
clkinv_2	0	44
o221ai_1	142	142
o22a_1	86	86
nor2_1	213	131
a22oi_1	1315	1315
nand4_1	241	241
buf_4	13	410
clkinv_1	1	44
edfxtp_1	2432	2432
nand2_1	278	244
mux2_2	170	170
and3_1	51	51
## cells by family after synthesis
kind of cell / after synthesis / synth area share, %
fa+ha+maj: 7 / 0.0736
xor+xnor: 75 / 0.552
mux: 261 / 2.75
buf+inv: 809 / 2.71
compound gates: 3181 / 20.0
simple gates: 1444 / 6.31
other cells: 1 / 0.00315
flops: 2728 / 67.6
## stage by stage
step	util (%)	total power [mW]	cell area [sq um]	hold WS, ns	setup WS (ns)
6_report	46.7	20.8	138000	0.455	10.93
5_1_grt	46.7	21.1	138000	0.474	11.02
4_1_cts	46.7	20.3	138000	0.456	11.27
3_5_place_dp	43.5	15.1	128000	0.443	10.38
3_3_place_gp	43.5	15.0	128000	0.439	10.34
2_1_floorplan	-	11.3	119000	0.420	5.50
## layout make-up
cell class | count | area (sq um)
well taps | 3919 | 4900
clock inverters | 151 | 1530
multi-input cells | 4970 | 36400
clock buffers | 376 | 8010
flip-flops and latches | 2728 | 80400
repair buffers | 714 | 6260
fillers | 24900 | 157000
diodes | 32 | 80.1
inverters | 47 | 184
## worst max-delay path: cells and delay by family
family                    cells  cell delay (ns)
buffers and inverters         6             3.16
AOI/OAI and AO/OA             2             0.36
and+or+nand+nor               5             2.13
xor gates and xnor gates      1             0.24
Power figures rest on the tool's default switching activity, not on a simulated workload.
